File: flow/design.v
`timescale 1ns/1ns
module controller(clk, rst, start, done, ld_s_A, ld_exp_A, ld_man_A, ld_s_B, ld_exp_B, ld_man_B, eq_exp, lt_exp, gt_exp, eq_man, lt_man, gt_man,
   count_en_up_A, count_en_up_B, shift_man_right_A, shift_man_right_B, ld_exp_R, sel_sign_R, signA_xor_signB, samesign,
   ld_s_R, ld_man_R, co_sum, shift_man_right_R, shift_man_left_R, count_en_up_R, count_en_down_R, or_man_R, most_sig_man_R,operator);
   input clk, rst, start, eq_exp, lt_exp, gt_exp, eq_man, lt_man, gt_man, signA_xor_signB, co_sum, most_sig_man_R,
    or_man_R, operator;
   output reg done, ld_s_A, ld_s_B, ld_s_R, ld_man_A, ld_man_B, ld_man_R, ld_exp_A, ld_exp_B, ld_exp_R,
    count_en_up_A, count_en_up_B, count_en_up_R, count_en_down_R, shift_man_right_A, shift_man_right_B,
    shift_man_right_R, shift_man_left_R;
    output samesign;
    output reg [1:0] sel_sign_R;
    reg [3:0] ps,ns;
    parameter [3:0] IDLE=0, starting=1, loading=2, start_comparing_exp=3, load_result_exp=4, load_result_sign_man=5,
     check_carry_of_result_man=6, check_for_zero=7, check_for_msb_of_result=8;
    always@(start, eq_exp, co_sum, or_man_R, most_sig_man_R,ps) begin
      ns = IDLE;
      case(ps)
        IDLE: begin ns=(start)? starting:IDLE; end
        starting:begin ns=(start)? starting:loading; end
        loading: begin ns=start_comparing_exp; end
        start_comparing_exp:begin ns=(eq_exp)? load_result_exp:start_comparing_exp; end
        load_result_exp: begin ns=load_result_sign_man; end
        load_result_sign_man: begin ns=(co_sum&~operator)? check_carry_of_result_man:check_for_zero; end
        check_carry_of_result_man: begin ns=check_for_zero; end
        check_for_zero: begin ns=(or_man_R)? check_for_msb_of_result:IDLE; end
        check_for_msb_of_result: begin ns=(most_sig_man_R)? IDLE:check_for_msb_of_result; end
        default: begin ns = IDLE; end
        endcase
    end
    always@(ps) begin
      done=0; ld_s_A=0; ld_s_B=0; ld_s_R=0; ld_man_A=0; ld_man_B=0; ld_man_R=0; ld_exp_A=0; ld_exp_B=0; ld_exp_R=0;
      count_en_up_A=0; count_en_up_B=0; count_en_up_R=0; count_en_down_R=0; shift_man_right_A=0; shift_man_right_B=0;
      shift_man_right_R=0; shift_man_left_R=0; sel_sign_R=2'b0;
      case(ps)
        IDLE: begin done=1; end
        starting:begin  end
        loading: begin ld_s_A=1; ld_exp_A=1; ld_man_A=1; ld_s_B=1; ld_exp_B=1; ld_man_B=1; end
        start_comparing_exp:begin
          if(lt_exp)begin count_en_up_A=1; shift_man_right_A=1; end
          else if(gt_exp) begin count_en_up_B=1; shift_man_right_B=1; end
        end
        load_result_exp: begin
            ld_exp_R=1;
            if(signA_xor_signB)begin
              if(lt_man) begin sel_sign_R = 2'b10; end
              else if(gt_man) begin sel_sign_R = 2'b01; end
              else begin sel_sign_R=2'b00; end
            end
        end
        load_result_sign_man: begin ld_s_R=1; ld_man_R=1; end
        check_carry_of_result_man: begin shift_man_right_R=1; count_en_up_R=1; end
        check_for_zero: begin  end
        check_for_msb_of_result: begin if(~most_sig_man_R) begin count_en_down_R=1; shift_man_left_R=1; end end
      endcase
  end
  always@(posedge clk) begin
    if(rst) ps=IDLE;
    else ps = ns;
  end
  assign samesign = signA_xor_signB;
  endmodule
File: flow/run.sh
#!/bin/bash
# OpenROAD 26Q1-2900-gdf79404cd8, Yosys 0.63+post, stock flow scripts
make -C /OpenROAD-flow-scripts/flow DESIGN_CONFIG=/design/flow/config.mk WORK_HOME=/design/flow/orfs finish
File: flow/config.mk
export PLATFORM = sky130hd
export DESIGN_NAME = controller
export DESIGN_NICKNAME = controller
export VERILOG_FILES = /design/flow/design.v
export SDC_FILE = /design/flow/constraint.sdc
export NUM_CORES = 4
export LEC_CHECK = 1
export CORE_AREA = 10 10 70 70
export DIE_AREA = 0 0 80 80
File: flow/constraint.sdc
current_design controller

set clk_period 1.0
set clk_io_pct 0.2

create_clock -name clk0 -period $clk_period [get_ports {clk}]

set non_clock_inputs [all_inputs -no_clocks]
set_input_delay [expr $clk_period * $clk_io_pct] -clock clk0 $non_clock_inputs
set_output_delay [expr $clk_period * $clk_io_pct] -clock clk0 [all_outputs]
==> impl_metrics.py <==
# Metrics from the implementation run
metrics = {
    "detailed_routing": {
        "vias_per_cell": 3.25,
        "drt-pass1-iter-count": 4,
        "ant_nets": 0,
        "wirelength_um": 1270,
        "wl_met1_um": 481,
        "wl_met3_um": 284,
        "insertedDiodeCount": 0,
        "met2WireLength_um": 505,
        "vias": 422,
        "wl_per_cell_um": 9.77,
        "initialDrtViolationCount": 13,
        "drc": 0,
        "dr.max_layer_used": "met3",
    },
    "synthesis": {
        "yosys_warnings": 1,
        "ys_ff": 9,
        "syn_area_um2": 430,
        "ys_seq_share_pct": 41.9,
        "synth_cells": 46,
        "ys_cells": 46,
        "syn_avg_cell_area_um2": 9.36,
        "yosysUniqueCellTypes": 17,
        "ys_area_um2": 430,
    },
    "layout": {
        "drive_gt1_share_pct": 54.8,
        "largest_reg_flops": 9,
        "areaGrowthSynthToFinish_pct": 89.2,
        "mostFrequentLayoutCell": "buf_2",
        "n_fill_cell": 384,
        "lay_top_cells": "buf_2, buf_4, clkdlybuf4s50_1",
    },
    "clock_network": {
        "cts_made_buffers": 3,
        "path_clk_slew_ns": 0.06,
        "clock_path_buffers": 2,
        "clockRootBuffer": "clkbuf_4",
        "cts_max_level": 1,
        "insertion_delay_ns": 0.25,
        "cts_tree": "yes",
        "cts_sinks": 9,
        "postCtsHoldBufs": 0,
    },
    "floorplan": {
        "fp.dieH_um": 80,
        "fp_util_pct": 12.6,
        "ios": 35,
        "row_count": 21,
        "core_area_um2": 3420,
        "dieWidth_um": 80,
        "die-area_um2": 6400,
    },
    "timing": {
        "hold_viol_final": 0,
        "finalSetupViolations": 7,
        "slew_viol_final": 0,
        "slew_headroom_pct": 81.8,
        "period_needed_ns": 1.16,
        "fin_crit_sh_pct": 116,
        "tns_ns": -0.539,
        "fmax_ghz": 0.861,
        "rsz0062_at_grt": "true",
        "fin_worst_skew_ns": 0.00458,
        "final.setup.worst_slack_ns": -0.161,
        "worst_slew_pin_slew_ns": 0.272,
    },
    "power_and_ir_drop": {
        "ir_drop_mv": 0.425,
        "power_density_nw_per_um2": 917,
        "p_leak_uw": 0.000402,
        "clkPwrFrac_pct": 36.2,
        "internal-power_uw": 597,
        "p_sw_share_pct": 20.1,
        "p_sw_uw": 150,
        "seqPwrFrac_pct": 49.5,
        "p_comb_share_pct": 14.2,
    },
    "placement": {
        "place_ws_ns": -0.549,
        "port_buffers": 33,
        "dp.final_hpwl_um": 1030,
        "routabilityCongestion": 0.660,
    },
    "job": {
        "warning_count": 28,
        "maxCapViolCount": 0,
    },
    "global_route": {
        "track_usage_pct": 3.77,
        "grt_max_degree": 8,
        "antenna_found_initial": 0,
        "grt_pass1_wl_um": 1900,
        "gr-total-overflow": 0,
        "first_global_vias": 421,
    },
    "worst_setup_path": {
        "worstPathMaxFanout": 2,
        "cp-end-kind": "output pin",
        "required_ns": 0.80,
        "crit_arrival_ns": 0.96,
        "crit_path_start_kind": "register",
        "criticalPathCategory": "reg -> out",
    },
    "outcome": {
        "status": "finished with violations",
        "violations": "setup timing",
    },
    "hold_path": {
        "hold_path_class": "in -> reg",
    },
}
[path summary, 6_finish.rpt]
kind                         to           start  cells past startpoint  slack (ns)
hold reg to reg           ps[1]           ps[8]                      2        0.46
setup reg to reg          ps[0]           ps[0]                      3        0.02
hold / removal            ps[0]  most_sig_man_R                      2        0.32
setup / recovery  sel_sign_R[0]           ps[2]                      3       -0.16
[through the flow]
stage	utilization (%)	total power (uW)	instance area (um^2)	cells	hold WS, ns
after CTS	23.6	764	807	129	0.310
after floorplan	-	409	430	46	0.270
after global placement	23.0	485	785	121	0.450
after global routing	23.8	791	815	130	0.322
final	23.8	747	815	130	0.317
after detailed placement	23.0	487	785	121	0.450
[synth_stat cells]
master | n | area share [%]
buf_4 | 11 | 19
dfxtp_1 | 9 | 42
nor2b_1 | 4 | 5.8
inv_1 | 3 | 2.6
nand2b_1 | 3 | 4.4
a21oi_1 | 2 | 2.3
nand2_1 | 2 | 1.7
nor2_1 | 2 | 1.7
nor3b_1 | 2 | 3.5
a2111o_1 | 1 | 2.6
and2_1 | 1 | 1.5
and3_1 | 1 | 1.5
and3b_1 | 1 | 2.0
and4b_1 | 1 | 2.3
buf_6 | 1 | 2.6
nor3b_2 | 1 | 2.9
o22ai_1 | 1 | 1.5
[timing repair]
action / CTS / global route
resized: 78 / 4
endpoints found under the setup margin: 21 / 14
buffers inserted: 4 / 1
pin swaps: 3 / 0
[metal layers]
layer,track usage [%],vias to the layer above
met3,4.32,0
li1,-,216
met4,0,0
met1,4.10,179
met5,0,-
met2,5.06,27
[worst max-delay path, cell delays in order (launching register included)]
cell     delay [ns]
dfxtp_2        0.32
buf_6          0.10
and4b_1        0.17
buf_2          0.11
[logic make-up (layout without fill, tap and decap cells)]
logic type / Yosys count / in the layout / share of synthesized area (%)
simple gates: 18 / 18 / 27.3
buf+inv: 15 / 53 / 24.4
flops: 9 / 9 / 41.9
compound gates: 4 / 4 / 6.40
[power by group through the flow]
stage	Sequential, uW	Clock [uW]	Combinational (uW)
after global routing	371	304	116
after CTS	369	289	105
final	370	271	106
[final cells by class]
class | count | area (um^2) | area share (%)
Inverter | 3 | 11.3 | 1.38
Multi-Input combinational cell | 22 | 163 | 20.0
Timing Repair Buffer | 46 | 365 | 44.9
Tap cell | 46 | 57.6 | 7.07
Sequential cell | 9 | 191 | 23.5
Clock buffer | 4 | 26.3 | 3.23
Power figures rest on the tool's default switching activity, not on a simulated workload.
