$ cat ./design.v
module adder24(a, b, sum, co);
  input[23:0] a, b;
  output[23:0] sum;
  output co;
  assign {co, sum} = a + b;
endmodule
`timescale 1ns/1ns
module comparator24(a, b, lt, eq, gt);
  input[23:0] a, b;
  output lt, eq, gt;
  assign lt = (a < b);
  assign eq = (a == b);
  assign gt = (a > b);
endmodule
`timescale 1ns/1ns
module comparator8(a, b, lt, eq, gt);
  input[7:0] a, b;
  output lt, eq, gt;
  assign lt = (a < b) ? 1'b1 : 1'b0;
  assign eq = (a == b) ? 1'b1 : 1'b0;
  assign gt = (a > b) ? 1'b1 : 1'b0;
endmodule
`timescale 1ns/1ns
module datapath(parin_s_A, parin_s_B, parin_exp_A, parin_exp_B, parin_mant_A, parin_mant_B, operator, s_outR, exp_outR, mant_outR,
   clk, rst, ld_s_A, ld_exp_A, ld_man_A, ld_s_B, ld_exp_B, ld_man_B, eq_exp, lt_exp, gt_exp, eq_man, lt_man, gt_man,
   count_en_up_A, count_en_up_B, shift_man_right_A, shift_man_right_B, ld_exp_R, sel_sign_R, signA_xor_signB, samesign,
   ld_s_R, ld_man_R, co_sum, shift_man_right_R, shift_man_left_R, count_en_up_R, count_en_down_R, or_man_R, most_sig_man_R);
  output eq_exp, lt_exp, gt_exp, eq_man, lt_man, gt_man, signA_xor_signB, co_sum, most_sig_man_R, or_man_R;
  output s_outR;
  output [7:0] exp_outR;
  output [23:0] mant_outR;
  input clk, rst, ld_s_A, ld_s_B, ld_s_R, ld_man_A, ld_man_B, ld_man_R, ld_exp_A, ld_exp_B, ld_exp_R,
    count_en_up_A, count_en_up_B, count_en_up_R, count_en_down_R, shift_man_right_A, shift_man_right_B,
    shift_man_right_R, shift_man_left_R, samesign;
  input [1:0] sel_sign_R;
  input parin_s_A, parin_s_B, operator;
  input [7:0] parin_exp_A, parin_exp_B;
  input [23:0] parin_mant_A, parin_mant_B;
  wire s_outA, s_outB;
  wire [7:0] exp_outA, exp_outB;
  wire [23:0] mant_outA, mant_outB;
  wire parin_s_R;
  wire [23:0] parin_mant_R;
  flipFlop S_A(.clk(clk), .rst(rst), .ld_s(ld_s_A), .parin_s(parin_s_A), .s_out(s_outA));
  udCounter EXP_A(.clk(clk), .rst(rst), .ld_exp(ld_exp_A), .cen_up_exp(count_en_up_A), .cen_down_exp(1'b0), .parin_exp(parin_exp_A), .exp_out(exp_outA));
  shiftReg24 MANT_A(.clk(clk), .rst(rst), .ld_mantice(ld_man_A), .shift_right(shift_man_right_A), .shift_left(1'b0), .parin_mantice(parin_mant_A), .mantice_out(mant_outA), .serin_from_left(1'b0));
  flipFlop S_B(.clk(clk), .rst(rst), .ld_s(ld_s_B), .parin_s(parin_s_B ^ operator), .s_out(s_outB));
  udCounter EXP_B(.clk(clk), .rst(rst), .ld_exp(ld_exp_B), .cen_up_exp(count_en_up_B), .cen_down_exp(1'b0), .parin_exp(parin_exp_B), .exp_out(exp_outB));
  shiftReg24 MANT_B(.clk(clk), .rst(rst), .ld_mantice(ld_man_B), .shift_right(shift_man_right_B), .shift_left(1'b0), .parin_mantice(parin_mant_B), .mantice_out(mant_outB), .serin_from_left(1'b0));
  comparator8 COMP_EXP(.a(exp_outA), .b(exp_outB), .lt(lt_exp), .eq(eq_exp), .gt(gt_exp));
  comparator24 COMP_MAN(.a(mant_outA), .b(mant_outB), .lt(lt_man), .eq(eq_man), .gt(gt_man));
  xor(signA_xor_signB, s_outA, s_outB);
  wire [23:0] sum_man_AB;
  adder24 ADDER_MAN_AB(.a(mant_outA), .b(mant_outB), .sum(sum_man_AB), .co(co_sum));
  wire [23:0] sub_man_AB;
  subtractor24 SUB_MAN_AB(.a(mant_outA), .b(mant_outB), .sub(sub_man_AB));
  mux2to1 MUX_ON_MANT(.a(sum_man_AB), .b(sub_man_AB), .select(samesign), .mux_out(parin_mant_R));
  mux4to1 MUX_ON_SIGN(.a(1'b0), .b(s_outA), .c(s_outB), .d(1'b1), .select(sel_sign_R), .mux_out(parin_s_R));
  flipFlop S_R(.clk(clk), .rst(rst), .ld_s(ld_s_R), .parin_s(parin_s_R), .s_out(s_outR));
  udCounter EXP_R(.clk(clk), .rst(rst), .ld_exp(ld_exp_R), .cen_up_exp(count_en_up_R), .cen_down_exp(count_en_down_R), .parin_exp(exp_outA), .exp_out(exp_outR));
  shiftReg24 MANT_R(.clk(clk), .rst(rst), .ld_mantice(ld_man_R), .shift_right(shift_man_right_R), .shift_left(shift_man_left_R), .parin_mantice(parin_mant_R), .mantice_out(mant_outR), .serin_from_left(1'b1));
  assign most_sig_man_R = mant_outR[23];
  assign or_man_R = |{mant_outR};
endmodule
`timescale 1ns/1ns
module flipFlop(clk, rst, ld_s, parin_s, s_out);
  input clk, rst, ld_s;
  input parin_s;
  output reg s_out;
  always@(posedge clk) begin
    if(rst)
      s_out <= 1'b0;
    else if(ld_s)
      s_out <= parin_s;
    else
      s_out <= s_out;
  end
endmodule
`timescale 1ns/1ns
module shiftReg24(clk, rst, ld_mantice, shift_right, shift_left, parin_mantice, mantice_out, serin_from_left);
  input clk, rst, ld_mantice, shift_right, shift_left, serin_from_left;
  input[23:0] parin_mantice;
  output reg[23:0] mantice_out;
  always@(posedge clk) begin
    if(rst)
      mantice_out <= 24'b0;
    else if(ld_mantice)
      mantice_out <= parin_mantice;
    else if(shift_right)
      mantice_out <= {serin_from_left, mantice_out[23:1]};
    else if(shift_left)
      mantice_out <= {mantice_out[22:0], 1'b0};
    else
      mantice_out <= mantice_out;
  end
endmodule
`timescale 1ns/1ns
module mux2to1(a, b, select, mux_out);
  input[23:0] a, b;
  input select;
  output[23:0] mux_out;
  assign mux_out = select ? b : a;
endmodule
`timescale 1ns/1ns
module mux4to1(a, b, c, d, select, mux_out);
  input a, b, c, d;
  input[1:0] select;
  output mux_out;
  assign mux_out = (select == 2'b00) ? a :
                    (select == 2'b01) ? b :
                    (select == 2'b10) ? c :
                    (select == 2'b11) ? d :
                    2'bx;
endmodule
`timescale 1ns/1ns
module subtractor24(a, b, sub);
  input[23:0] a, b;
  output[23:0] sub;
  assign sub = (a > b) ? a - b : b - a;
endmodule
`timescale 1ns/1ns
module udCounter(clk, rst, ld_exp, cen_up_exp, cen_down_exp, parin_exp, exp_out);
  input clk, rst, ld_exp, cen_up_exp, cen_down_exp;
  input[7:0] parin_exp;
  output reg[7:0] exp_out;
  always@(posedge clk) begin
    if(rst)
      exp_out <= 8'b0;
    else if(ld_exp)
      exp_out <= parin_exp;
    else if(cen_up_exp)
      exp_out <= exp_out + 1;
    else if(cen_down_exp)
      exp_out <= exp_out - 1;
    else
      exp_out <= exp_out;
  end
endmodule
$ cat ./run.sh
#!/bin/bash
# OpenROAD 26Q1-2900-gdf79404cd8, Yosys 0.63+post, stock flow scripts
make -C /OpenROAD-flow-scripts/flow DESIGN_CONFIG=/design/flow/config.mk WORK_HOME=/design/flow/orfs finish
$ cat ./config.mk
export PLATFORM = sky130hd
export DESIGN_NAME = datapath
export DESIGN_NICKNAME = datapath
export VERILOG_FILES = /design/flow/design.v
export SDC_FILE = /design/flow/constraint.sdc
export NUM_CORES = 4
export LEC_CHECK = 1
export CORE_UTILIZATION = 50
$ cat ./constraint.sdc
current_design datapath

set clk_period 6.6
set clk_io_pct 0.2

create_clock -name clk0 -period $clk_period [get_ports {clk}]

set non_clock_inputs [all_inputs -no_clocks]
set_input_delay [expr $clk_period * $clk_io_pct] -clock clk0 $non_clock_inputs
set_output_delay [expr $clk_period * $clk_io_pct] -clock clk0 [all_outputs]
==> impl_metrics.toml <==
# implementation run metrics
[yosys]
ys_sh_aoi_pct = 23.8
syn_area_per_cell_um2 = 7.52
ys_warn_count = 3
xor_share_pct = 3.57
async_reset_ff_share_pct = 0
fa_ha_area_share_pct = 13.3
logic_family = "AND-OR/OR-AND gates"
synth-area-yosys_um2 = 9070
synth_top_flop_cell = "dfxtp_1"
ys_ff = 99
ys_cells = 1206
simple_gate_area_share_pct = 20.0
yosysUniqueCellTypes = 77
edf_count = 0
syn_inst = 1206
yosys.stat.seqShare_pct = 21.8
mux_area_share_pct = 8.96
synth_area_um2 = 9070

[timing]
setup_viol = 0
layout_setup_ws_ns = 1.47
hold_viol_final = 0
min_period_over_period_pct = 77.8
fmaxAchievable_ghz = 0.195
skew_ns = 0.0130
rsz0062_at_grt = "false"
slew_violations = 0
worst_slew_pin_slew_ns = 0.852
min_period_ns = 5.13
timing.setup.tns_ns = 0
slew_headroom_pct = 42.7

[grt]
grt_max_degree = 49
grt-ovfl-total = 0
grt_pass1_wl_um = 39600
grt_antenna_before_repair = 0
grt_usage_pct = 27.6
grt_pass1_vias = 7550

[power_and_ir_drop]
p_comb_share_pct = 38.2
seq_power_share_pct = 35.5
powerDensity_nw_per_um2 = 189
p_sw_w = 0.000729
clockPowerShare_pct = 26.3
p_int_w = 0.00126
sw_frac_of_total_pct = 36.7
peakVddDrop_uv = 132
finalPower_w = 0.00199
p_leak_nw = 4.43

[run]
cap_viol_max_count = 0
warnings = 76

[clocking]
clock-root-buffer = "clkbuf_16"
cts_tree = "yes"
cts_buffers = 9
cts_setup_buffers = 0
clkLatencyLatePin_ns = 0.36
cts_buffer_depth = 2
clock_sinks = 99
htree_levels = 3
hold_buffers = 0
cts.clk_slew.worst_paths_ns = 0.08
cts.repair.resized = 0

[setup_path]
path_class = "reg -> out"
cp-end-kind = "output port"
cp_cell_sequence = "inv_1 > ha_1 > a21oi_1 > o21ai_0 > a211o_1 > o21ai_4 > clkinv_2 > clkdlybuf4s50_1"
path_depth = 8
startpoint = "MANT_B.mantice_out[19]"
cp_slowest_stage_delay_ns = 0.67
cp_data_required_time_ns = 5.28
path_max_fanout = 23
r2r_slack_ns = 2.68
endpoint = "gt_man"
r2r_cells = 11
crit_slowest_cell = "o21ai_4"
r2r-end = "MANT_R.mantice_out[3]"
critPathBufInv = 3
critPathTopFamily = "AND-OR/OR-AND gates"
startpoint_type = "flip-flop"
r2r-start = "MANT_B.mantice_out[19]"
cp.arrival_ns = 3.81

[placement]
pre_cts_ws_ns = 1.91
gp_congestion = 0.954
dp_hpwl_um = 19100
io_buffer_count = 131
dpl_cell_area_um2 = 10300

[routing]
vias = 8461
routed_wl_um = 24700
drt-initial-drc-count = 535
first_pass_iters = 5
drt-wirelength-per-cell_um = 16.4
via_per_inst = 5.60
num_antenna_cells = 0
drtAntennaViolNets = 0
drt_drc_violations_left = 0

[final_layout]
final_area_um2 = 10500
area_delta_synth_final_pct = 16.1
drive_above_1_share_pct = 4.27
layout_top_cells = "nor2_1, a21oi_1, clkdlybuf4s50_1"
layout_top_cell = "nor2_1"

[floorplan]
pin_count = 132
die_h_um = 137
fp_util_pct = 51.7
die_x_um = 137
chipArea_um2 = 18700
num_rows = 48
core_um2 = 17500

[status]
status = "finished, final reports clean"

[worst_hold_path]
hold_path_class = "reg -> reg"
[power groups by stage]
stage / combinational [W] / clock, W / sequential, W
6_report: 0.000759 / 0.000523 / 0.000705
5_1_grt: 0.000843 / 0.000562 / 0.000714
4_1_cts: 0.000753 / 0.000539 / 0.000705
[layer usage]
layer / vias to the layer above / share of wire (%) / track usage, %
li1: 4394 / - / -
met1: 3795 / 49 / 42.2
met2: 257 / 43 / 42.1
met3: 15 / 6.4 / 5.37
met4: 0 / 0.99 / 2.96
met5: - / 0 / 0
[sequential cells by signal (all words and copies together), names as in the netlist]
name                count
EXP_A.exp_out           8
EXP_B.exp_out           8
EXP_R.exp_out           8
MANT_A.mantice_out     24
MANT_B.mantice_out     24
MANT_R.mantice_out     24
S_A.s_out               1
S_B.s_out               1
S_R.s_out               1
[layout make-up]
type / count / area (µm²)
clock buffer: 9 / 225
clock inverter: 7 / 60.1
fill: 1655 / 7000
inverter: 85 / 320
multi-input combinational: 949 / 6320
sequential: 99 / 1980
tap: 225 / 282
timing repair buffer: 138 / 1350
[how the worst min path moves through the flow]
stage / start / endpoint / cells past startpoint
6_report: S_R.s_out / S_R.s_out / 2
5_1_grt: S_R.s_out / S_R.s_out / 2
4_1_cts: S_R.s_out / S_R.s_out / 2
[tightest hold or removal path, cell delays in order (launching register included)]
cell and delay [ns]:
dfxtp_1 0.33, a21oi_1 0.06, nor2_1 0.07
[synthesized netlist by cell type (9+ instances only)]
library cell  instances  area share (%)
nor2_1              222             9.2
a21oi_1             160             8.8
dfxtp_1              99              22
ha_1                 90              12
inv_1                84             3.5
mux2i_1              79             8.7
o21ai_0              46             2.5
nand2_1              45             1.9
clkbuf_1             34             1.4
xnor2_1              23             2.2
nor3_1               21             1.2
nor2b_1              19             1.3
nor4_1               17             1.2
nand4_1              16             1.1
o22ai_1              14            0.97
xor2_1               14             1.4
clkbuf_8             13             2.0
a211oi_1             12            0.99
buf_1                12            0.50
a31oi_1              11            0.76
nand3_1              11            0.61
o21a_1               11            0.91
o21bai_1             11            0.91
o211ai_1              9            0.74
[stage by stage]
step / hold slack [ns] / std cells / util [%]
final: 0.493 / 1512 / 60.1
after global routing: 0.547 / 1512 / 60.1
after CTS: 0.499 / 1512 / 60.1
after detailed placement: 0.478 / 1496 / 58.5
after global placement: 0.476 / 1496 / 58.5
after floorplan: 0.433 / 1206 / -
[kinds of logic after synthesis]
group,Yosys count
muxes,81
DFF,99
and+or+nand+nor,397
buffers and inverters,158
adders and majority gates,94
AOI/OAI and AO/OA,340
xor gates and xnor gates,37
